File: flow/design.v
module blink 
(
  input  clk,
  output LED1,
  output LED2,
  output LED3,
  output LED4,
);
  localparam bits = 4;
  localparam delay = 22;
  reg [ bits + delay-1 :0 ] counter = 0;
  reg [ bits - 1 :0] out;
  always @(posedge clk) begin
    counter <= counter + 1;
    out <= counter >> delay;
  end
  assign { LED1, LED2, LED3, LED4 } = out;
endmodule
File: flow/config.mk
export PLATFORM = sky130hd
export DESIGN_NAME = blink
export DESIGN_NICKNAME = blink
export VERILOG_FILES = /design/flow/design.v
export SDC_FILE = /design/flow/constraint.sdc
export NUM_CORES = 4
export LEC_CHECK = 1
export CORE_AREA = 10 10 108 108
export DIE_AREA = 0 0 118 118
File: flow/run.sh
#!/bin/bash
# OpenROAD 26Q1-2900-gdf79404cd8, Yosys 0.63+post, stock flow scripts
make -C /OpenROAD-flow-scripts/flow DESIGN_CONFIG=/design/flow/config.mk WORK_HOME=/design/flow/orfs finish
File: flow/constraint.sdc
current_design blink

set clk_period 4.6
set clk_io_pct 0.2

create_clock -name clk0 -period $clk_period [get_ports {clk}]

set non_clock_inputs [all_inputs -no_clocks]
set_input_delay [expr $clk_period * $clk_io_pct] -clock clk0 $non_clock_inputs
set_output_delay [expr $clk_period * $clk_io_pct] -clock clk0 [all_outputs]
==> job_summary.md <==
### Metrics collected by this job

| Metric | Value |
|---|---|
| Fin Setup TNS | 0 ns |
| Slew margin rel. | 72.4% |
| Post-route ant nets | 0 |
| Gr usage total | 2.40% |
| Post-Route WL | 1560 um |
| GR Util met3 | 1.60% |
| GR met1 Demand/Resource | 3.00% |
| Post-route worst setup slack | 2.64 ns |
| Seq share, synth | 54.9% |
| Core area | 0.00928 mm^2 |
| HPWL after detailed placement | 1100 um |
| Crit-path leading delay family | buffers and inverters |
| WP buf/inv | 1 |
| TritonRoute pass-1 iters | 4 |
| RSZ-0062 raised after global routing | false |
| Clk sink count | 30 |
| Crit path DRT | 3.68 ns |
| Worst slew pin tran | 0.410 ns |
| Leakage power | 0.473 nW |
| Worst-skew pair later-pin latency | 0.28 ns |
| Met2 Track Usage GR | 3.36% |
| WL/cell | 6.52 um |
| Final setup fails | 0 |
| Final min period | 1.96 ns |
| YS chip area | 0.00109 mm^2 |
| Filler instances | 1057 |
| Number of global-route vias before repair | 644 |
| Synth Cell Area | 0.00109 mm^2 |
| Average size of a mapped cell | 10.9 um^2 |
| Die x size | 118 um |
| Die area | 0.0139 mm^2 |
| Hold Fails Final Rpt | 0 |
| Pwr Density | 367 mW/mm^2 |
| DR DRC count | 0 |
| Ports | 5 |
| Ant. Diodes | 0 |
| Clock Skew | 0.00669 ns |
| GR peak layer | met2 |
| CP endpoint kind | output pin |
| Commonest non-fill, non-tap cells in the layout | dfxtp_1, xnor2_1, nand2_1 |
| Post-layout period usage | 42.5% |
| Clock Pin Slew Worst Setup and Hold Paths | 0.07 ns |
| Fp util | 11.8% |
| Via count | 672 |
| CTS tree | done |
| Status | completed |
| Max-slew violations | 0 |
| Post-CTS Setup Bufs | 0 |
| Worst Path Max Fanout | 1 |
| Global-route wire length before repair | 2870 um |
| Synth warn | 1 |
| H-Tree Level Count | 2 |
| Buffers added on ports | 4 |
| CP Launch Type | flop |
| First DRT Iteration DRCs | 12 |
| Via density | 2.80 |
| Setup slack at placement | 2.94 ns |
| Biggest cell delay along the critical path | 0.45 ns |
| Setup Crit Path Kind | flop to output pin |
| CTS Hold Bufs | 0 |
| Arrival @ worst endpoint | 1.04 ns |
| MaxCap Viol Count | 0 |
| RD Place Congestion | 0.757 |
| Max Fclk | 511 MHz |
| Clock buffer depth | 2 |
| Top cell excl fill/tap | dfxtp_1 |
| Yosys cell count | 100 |
| Worst path cell trace | clkdlybuf4s50_1 |
| Largest net degree at the start of global routing | 11 |
| Synth Register Bits | 30 |
| Slowest stage cell on the critical path | clkdlybuf4s50_1 |
| Area grow syn2layout | 27.9% |
| Maximum vdd drop | 98.6 uV |
| Total gr overflow | 0 |
| Core Rows | 35 |
| Clock buffer count from CTS | 5 |
| Initial antenna violation count | 0 |
| OpenROAD warnings | 25 |
| Clock Root Buffer | clkbuf_8 |
| Total power after layout | 0.513 mW |
| Netlist cell types | 19 |
| Share of cells above drive strength 1 | 11.7% |
| Resize count post-CTS | 0 |
| Post-synthesis cell count | 100 |
| Chip Height | 118 um |
| Hold Crit Class | flop to flop |
-- per-layer routing --
metal,part of all wire [%],vias to the layer above
li1,-,355
met1,51,306
met2,39,9
met3,9.0,2
met4,0.96,0
met5,0,-
-- report_power, final --
| part | leakage (nW) | internal [mW] | switching [mW] |
|---|---|---|---|
| Clock | 0.0579 | 0.159 | 0.0946 |
| Combinational | 0.174 | 0 | 0 |
| Sequential | 0.241 | 0.260 | 0 |
-- cells in the mapped netlist, drive strengths merged --
library cell | instances | share of area [%]
dfxtp | 30 | 55
xnor2 | 17 | 14
nand2 | 8 | 2.7
nand4 | 8 | 5.9
nand3 | 7 | 3.2
xor2 | 7 | 5.6
nor2 | 5 | 1.7
and3 | 3 | 1.7
inv | 3 | 1.0
nor3 | 3 | 1.4
or2 | 2 | 1.1
and2 | 1 | 0.57
and4 | 1 | 0.80
buf | 1 | 0.46
ha | 1 | 1.1
nand3b | 1 | 0.69
nor4 | 1 | 1.9
nor4b | 1 | 1.4
-- final cells by class --
type,count,area (um^2),share of cell area [%]
flip-flops and latches,30,601,42.9
multi-input cells,66,477,34.1
well taps,129,161,11.5
clock buffers,5,68.8,4.92
clock inverters,3,40.0,2.86
repair buffers,4,40.0,2.86
inverters,3,11.3,0.805
-- state kept, by name (all words and copies together), names as in the netlist --
register,cells
counter,26
out,4
-- cell families (layout without fill, tap and decap cells) --
family	count (synthesis)	count (layout)	synth area share, %
fa+ha+maj	1	1	1.14
flops	30	30	54.9
buf+inv	4	15	1.49
xor+xnor	24	24	19.2
simple gates	41	41	23.2
-- stage by stage --
step	cells	hold slack (ns)	area (um^2)	util, %
2_1_floorplan	100	0.350	1090	-
3_3_place_gp	232	0.357	1290	13.9
3_5_place_dp	232	0.358	1290	13.9
4_1_cts	240	0.369	1400	15.1
5_1_grt	240	0.382	1400	15.1
6_report	240	0.366	1400	15.1
-- worst paths after layout --
check        slack (ns)  depth (start not counted)        start          end
max                2.64                          1       out[1]         LED3
min                0.37                          0  counter[25]       out[3]
max reg2reg        2.97                          5   counter[0]  counter[10]
min reg2reg        0.37                          0  counter[25]       out[3]
Power figures rest on the tool's default switching activity, not on a simulated workload.
