## design/flow/constraint.sdc

```tcl
current_design UART_receive_and_show

set clk_period 3.0
set clk_io_pct 0.2

create_clock -name clk0 -period $clk_period [get_ports {i_clk}]

set non_clock_inputs [all_inputs -no_clocks]
set_input_delay [expr $clk_period * $clk_io_pct] -clock clk0 $non_clock_inputs
set_output_delay [expr $clk_period * $clk_io_pct] -clock clk0 [all_outputs]
```

## design/flow/design.v

```verilog
module UART_receive_and_show (
  input i_clk,
  input i_uart_rx,
  output o_seg_1A,
  output o_seg_1B,
  output o_seg_1C,
  output o_seg_1D,
  output o_seg_1E,
  output o_seg_1F,
  output o_seg_1G,
  output o_seg_2A,
  output o_seg_2B,
  output o_seg_2C,
  output o_seg_2D,
  output o_seg_2E,
  output o_seg_2F,
  output o_seg_2G
);
  wire w_uart_dv;
  wire [7:0] w_uart_data;
  wire [3:0] w_disp1_data;
  wire [3:0] w_disp2_data;
  assign w_disp_1_data = w_uart_data[3:0];
  assign w_disp_2_data = w_uart_data[7:4];
  UART_receiver #(.CLKS_PER_BIT(217)) UART_receiver_inst (
    .i_clk(i_clk),
    .i_uart_rx(i_uart_rx),
    .o_uart_dv(w_uart_dv),
    .o_uart_data(w_uart_data)
  );
  binary_to_7seg_display disp1 (
    .i_clk(i_clk),
    .i_binary_num(w_uart_data[7:4]),
    .o_seg_A(o_seg_1A),
    .o_seg_B(o_seg_1B),
    .o_seg_C(o_seg_1C),
    .o_seg_D(o_seg_1D),
    .o_seg_E(o_seg_1E),
    .o_seg_F(o_seg_1F),
    .o_seg_G(o_seg_1G)
  );
  binary_to_7seg_display disp2 (
    .i_clk(i_clk),
    .i_binary_num(w_uart_data[3:0]),
    .o_seg_A(o_seg_2A),
    .o_seg_B(o_seg_2B),
    .o_seg_C(o_seg_2C),
    .o_seg_D(o_seg_2D),
    .o_seg_E(o_seg_2E),
    .o_seg_F(o_seg_2F),
    .o_seg_G(o_seg_2G)
  );
endmodule
module UART_receiver #(parameter CLKS_PER_BIT = 217) (
  input i_clk,
  input i_uart_rx,
  output o_uart_dv,
  output [7:0] o_uart_data
);
  localparam IDLE      = 3'd0;
  localparam START_BIT = 3'd1;
  localparam READ_BIT  = 3'd2;
  localparam STOP_BIT  = 3'd3;
  localparam DONE      = 3'd4;
  reg [3:0] r_state      = 0;
  reg [$clog2(CLKS_PER_BIT-1):0] r_counter    = 0;
  reg [7:0] r_uart_data  = 0;
  reg [3:0] r_bit_index  = 0;
  reg       r_uart_dv    = 0;
  always @(posedge i_clk)
    begin
      case (r_state)
        IDLE:
          begin
            r_uart_dv <= 1'b0;
            r_counter <= 0;
            r_bit_index <= 0;
            if (~i_uart_rx)
              r_state <= START_BIT;
            else
              r_state <= IDLE;
          end
        START_BIT:
          begin
            if (r_counter == CLKS_PER_BIT/2)
              begin
                if (~i_uart_rx)
                  begin
                    r_state <= READ_BIT;
                    r_counter <= 0;
                  end
                else 
                  begin
                    r_state <= IDLE;
                  end
              end
            else
              begin
                r_counter <= r_counter + 1;
              end
          end 
        READ_BIT:
          begin
            if (r_counter == CLKS_PER_BIT) 
              begin
                r_uart_data[r_bit_index] = i_uart_rx;
                r_counter <= 0;
                if (r_bit_index == 3'b111)
                  begin
                    r_state <= STOP_BIT;
                  end
                else
                  begin
                    r_state <= READ_BIT;
                  	r_bit_index <= r_bit_index + 1;
                  end
              end
            else
              begin
                r_counter <= r_counter + 1;
              end
          end
        STOP_BIT:
          begin
            if (r_counter == CLKS_PER_BIT-1)
              begin
                r_uart_dv <= 1'b1;
                r_state <= DONE;
              end
            else
              begin
                r_counter <= r_counter + 1;
              end
          end
        DONE:
          begin
            r_uart_dv <= 1'b0;
            r_counter <= 0;
            r_state <= IDLE;
          end
      endcase
    end
  assign o_uart_dv = r_uart_dv;
  assign o_uart_data = r_uart_data;
endmodule
module binary_to_7seg_display(
  input i_clk,  
  input [3:0] i_binary_num,
  output o_seg_A,
  output o_seg_B,
  output o_seg_C,
  output o_seg_D,
  output o_seg_E,
  output o_seg_F,
  output o_seg_G
);
  reg [6:0] r_hex_encoding;
  always @(posedge i_clk)
    begin
      case (i_binary_num)
        4'b0000 : r_hex_encoding <= 7'b1111110;  
        4'b0001 : r_hex_encoding <= 7'b0110000;  
        4'b0010 : r_hex_encoding <= 7'b1101101;  
        4'b0011 : r_hex_encoding <= 7'b1111001;  
        4'b0100 : r_hex_encoding <= 7'b0110011;  
        4'b0101 : r_hex_encoding <= 7'b1011011;  
        4'b0110 : r_hex_encoding <= 7'b1011111;  
        4'b0111 : r_hex_encoding <= 7'b1110000;  
        4'b1000 : r_hex_encoding <= 7'b1111111;  
        4'b1001 : r_hex_encoding <= 7'b1111011;  
        4'b1010 : r_hex_encoding <= 7'b1110111;  
        4'b1011 : r_hex_encoding <= 7'b0011111;  
        4'b1100 : r_hex_encoding <= 7'b1001110;  
        4'b1101 : r_hex_encoding <= 7'b0111101;  
        4'b1110 : r_hex_encoding <= 7'b1001111;  
        4'b1111 : r_hex_encoding <= 7'b1000111;  
      endcase
    end      
  assign o_seg_A = ~r_hex_encoding[6];
  assign o_seg_B = ~r_hex_encoding[5];
  assign o_seg_C = ~r_hex_encoding[4];
  assign o_seg_D = ~r_hex_encoding[3];
  assign o_seg_E = ~r_hex_encoding[2];
  assign o_seg_F = ~r_hex_encoding[1];
  assign o_seg_G = ~r_hex_encoding[0];
endmodule
```

## design/flow/config.mk

```make
export PLATFORM = sky130hd
export DESIGN_NAME = UART_receive_and_show
export DESIGN_NICKNAME = UART_receive_and_show
export VERILOG_FILES = /design/flow/design.v
export SDC_FILE = /design/flow/constraint.sdc
export NUM_CORES = 4
export LEC_CHECK = 1
export CORE_UTILIZATION = 50
```

## design/flow/run.sh

```bash
#!/bin/bash
# OpenROAD 26Q1-2900-gdf79404cd8, Yosys 0.63+post, stock flow scripts
make -C /OpenROAD-flow-scripts/flow DESIGN_CONFIG=/design/flow/config.mk WORK_HOME=/design/flow/orfs finish
```

==> notes.md <==
Reports from this run.

- The clock slew seen by the registers of the worst setup and hold paths reads 0.08 ns.
- Once routing completed, OpenROAD measured the worst setup slack at just over 0.9 ns.
- For reference, the top cells by area after synthesis are sky130_fd_sc_hd__edfxtp_1 (31%), sky130_fd_sc_hd__dfxtp_1 (12%), sky130_fd_sc_hd__ha_1 (11%).
- For flop-to-flop paths, the worst setup slack is 0.93 ns.
- The maximum clock skew at final layout is 0.008248 ns.
- The average via count per standard cell reads 5.343.
- The fill cell total of the finished layout is roughly 370.
- According to the floorplan report, the die height is a little over 70 µm.
- The worst setup path is captured at a flop.
- The critical path launch point type is a flop.
- The distinct cell type count of the synthesized netlist reads 52.
- The synthesized netlist occupies a cell area of between 0.002 and 0.0025 mm².
- The detailed-routing iteration count for the pre-antenna-repair pass is 25.
- Per the OpenROAD power report, leakage power amounts to 1.067 nW.
- Per the timing report, the achievable frequency comes out to 482.5 MHz.
- Recorded from the global router log, the overflow total was 0.
- Per the detail_route report, the via count comes to 1651.
- Per the CTS log, the root buffer master is sky130_fd_sc_hd__clkbuf_8.
- CTS saw 38 sinks.
- The script parses the final routing iteration and logs DRC violations as 0.
- Between the synthesized netlist and the finished layout, the area growth was recorded as 11.09%.
- The number of hold buffers added after CTS reads 0.
- At the end of routability-driven placement, the weighted congestion stood at a little over 0.9.
- The relative slew slack reads 63.46%.
- Summing internal, switching and leakage power gives 1.292 mW.
- The synthesized area per cell is 9.654 µm².
- The number of enable flip-flop cells reads 24.
- The proportion of synthesized flip-flops having asynchronous set or reset reads 0%.
- The count of antenna-violating nets left after detailed routing reads 0.
- During I/O placement, the number of pins put on the boundary was 16.
- The number of antenna violations at the first check in global routing came to 0.
- The clock tree from TritonCTS reads built.
- The antenna diode count reads 0.
- Counting instances in the post-synthesis netlist gives the leading cell types as sky130_fd_sc_hd__inv_1 (30), sky130_fd_sc_hd__nor2_1 (25), sky130_fd_sc_hd__edfxtp_1 (24).
- The register bit total from synthesis reads 38.
- The first routing iteration left 81 violations.
- The cell count of the worst reg-to-reg path is 6.
- The row count reads 24.
- The synthesized netlist was found by Yosys to have 243 cells.
- The portion of synthesized cell area occupied by the leading cell type is 30.72%.
- The time the worst path needs with I/O delays and setup is 2.073 ns.
- Summing all flip-flop and latch instances after layout gives 0.001001 mm².
- The worst path required time reads 3.04 ns.
- The sum of negative setup slack is 0 ns.
- The highest ir drop seen on vdd is between 0.0003 and 0.0004 V.
- The critical path ends at UART_receiver_inst.r_uart_data[5].
- The slew at the pin closest to its max-slew limit is around 0.54 ns.
- The critical path starts at UART_receiver_inst.r_bit_index[0].
- The number of logged tool warnings reads 42.
- The synthesis report lists the Yosys warning total as 4.
- The largest net degree at the start of global routing reads 16.
- The die covers between 0.004 and 0.005 mm².
- The flow ran to the end, and the final reports show no timing, DRC or antenna violations.
- The worst hold-check path type is reg2reg.
- Global routing used 18.39% of the available tracks.
- Per the synth stats, the flop cell with the highest instance count is sky130_fd_sc_hd__edfxtp_1.
- The maximum clock path buffer count reads 2.
- Per the post-place timing report, worst setup slack is 0.9356 ns.
- Setup repair after global routing left no endpoint under its margin.
- The sequential element share of the synthesized area reads 42.67%.
- The worst-skew pair later-pin latency reads 0.29 ns.
- The flow reported a cell area power density of just under 500 mW/mm².
- The port buffer count is 15.
- The cell type that accounts for the most area after synthesis is sky130_fd_sc_hd__edfxtp_1.
- The via count of the first global-routing pass is 1606.
- Per the CTS log, the maximum H-tree level is 2.
- The number of setup buffers added after CTS reads 0.
- The end-of-flow timing check tallies setup violations at 0.
- The worst path arrival time reads 2.12 ns.
- The core utilization before placement is 52.79%.
- After technology mapping, the gate count stands at around 240.
- The first-pass GRT wire length reads 7003 µm.
- The count of final max-slew check failures reads 0.
- The number of max-cap violations reads 0.
- Once the clock tree was built, the resizer swapped 0 gates to a different size.
- The logic area reads approximately 0.0012 mm².
- The routed wire length is between 3000 and 4000 µm.
- The core region is 0.004444 mm².
- In this run the horizontal extent of the chip is a little over 70 µm.
- The HPWL after detailed placement is 2820 µm.
- The cell with the most instances after synthesis is sky130_fd_sc_hd__inv_1.
- The total clock buffers created by CTS reads 5.
- Per the timing report, the most critical flop-to-flop path finishes at UART_receiver_inst.r_uart_data[5].
- The routed wirelength normalized by instance count reads around 13 µm.
- The final count of hold timing violations reads 0.
- Post-route period utilization is reported as 69.09%.
- In the synthesis report, Yosys lists the chip area as 0.002346 mm².
- The ratio of cells with drive above 1 in the final layout is approximately 6.6%.
- The report shows a maximum critical-path fanout of 10.
- The startpoint of the lowest-slack register-to-register path reads UART_receiver_inst.r_bit_index[0].
- The type of the worst setup path reads reg2reg.
-- worst max-delay path: stages (launching register included) --
cell and delay, ns:
sky130_fd_sc_hd__edfxtp_1 0.54, sky130_fd_sc_hd__inv_1 0.17, sky130_fd_sc_hd__ha_1 0.35, sky130_fd_sc_hd__nand2b_1 0.12, sky130_fd_sc_hd__o32ai_1 0.40, sky130_fd_sc_hd__a21o_1 0.18, sky130_fd_sc_hd__o21ai_1 0.06
-- state kept, by name (all words and copies together) (netlist names) --
| name | count |
|---|---|
| UART_receiver_inst.r_state | 3 |
| UART_receiver_inst.r_uart_data | 8 |
| UART_receiver_inst.r_counter | 9 |
| disp2.r_hex_encoding | 7 |
| UART_receiver_inst.r_bit_index | 4 |
| disp1.r_hex_encoding | 7 |
-- final cells by class --
cell class	instances	share of cell area, %
Timing Repair Buffer	15	5.761
Sequential cell	38	38.41
Tap cell	52	2.496
Inverter	30	4.321
Clock buffer	7	3.313
Multi-Input combinational cell	166	45.51
Clock inverter	1	0.1920
-- cells by family after synthesis --
family / Yosys count / synth area share, %
muxes: 3 / 1.867
AOI/OAI and AO/OA: 51 / 15.95
and+or+nand+nor: 82 / 18.19
xor gates and xnor gates: 9 / 3.360
adders and majority gates: 21 / 11.20
buffers and inverters: 39 / 6.773
DFF: 38 / 42.67
-- metal layers --
metal,vias up,part of all wire [%],global-route usage (%),routed length (µm)
met5,-,0,0,0
met4,0,1.3,2.268,49
met3,4,3.6,3.650,140
met2,27,46,29.45,1792
met1,752,49,28.57,1935
li1,868,-,-,-
-- report_power, final --
group | switching, mW | total (mW) | internal, mW
clock | 0.175 | 0.360 | 0.185
sequential | 0.0782 | 0.710 | 0.632
combinational | 0.123 | 0.222 | 0.0990
total | 0.376 | 1.29 | 0.916
-- layout by cell type, fill, tap and decap left out, types with 3 or more instances in the layout --
master	n
sky130_fd_sc_hd__nand3_1	10
sky130_fd_sc_hd__a21oi_1	9
sky130_fd_sc_hd__ha_1	21
sky130_fd_sc_hd__nand2_1	16
sky130_fd_sc_hd__nor3_1	5
sky130_fd_sc_hd__edfxtp_1	24
sky130_fd_sc_hd__dfxtp_1	14
sky130_fd_sc_hd__a31oi_1	3
sky130_fd_sc_hd__nor2b_1	4
sky130_fd_sc_hd__o21ai_0	14
sky130_fd_sc_hd__nor2_1	25
sky130_fd_sc_hd__nand2b_1	5
sky130_fd_sc_hd__clkbuf_8	6
sky130_fd_sc_hd__xor2_1	3
sky130_fd_sc_hd__xnor2_1	6
sky130_fd_sc_hd__o2bb2ai_1	3
sky130_fd_sc_hd__clkdlybuf4s50_1	15
sky130_fd_sc_hd__inv_1	30
-- stage by stage --
step | cells | hold WS, ns | cell area [µm²] | utilization, %
2_1_floorplan | 243 | 0.5348 | 2346 | -
3_3_place_gp | 301 | 0.6214 | 2515 | 56.59
3_5_place_dp | 301 | 0.6265 | 2515 | 56.59
4_1_cts | 309 | 0.6455 | 2606 | 58.64
5_1_grt | 309 | 0.6807 | 2606 | 58.64
6_report | 309 | 0.6424 | 2606 | 58.64
-- how the worst min path moves through the flow --
stage / from / cells past startpoint / end / slack (ns)
after CTS: UART_receiver_inst.r_uart_data[5] / 2 / disp1.r_hex_encoding[0] / 0.65
after global routing: UART_receiver_inst.r_counter[0] / 1 / UART_receiver_inst.r_counter[0] / 0.68
final: UART_receiver_inst.r_uart_data[5] / 2 / disp1.r_hex_encoding[0] / 0.64
No activity file was given, so power comes from the tool's default toggle rates.
