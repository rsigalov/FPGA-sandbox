**run.sh**
```bash
#!/bin/bash
# OpenROAD 26Q1-2900-gdf79404cd8, Yosys 0.63+post, stock flow scripts
make -C /OpenROAD-flow-scripts/flow DESIGN_CONFIG=/design/flow/config.mk WORK_HOME=/design/flow/orfs finish
```
**config.mk**
```make
export PLATFORM = sky130hd
export DESIGN_NAME = demux_lfsr
export DESIGN_NICKNAME = demux_lfsr
export VERILOG_FILES = /design/flow/design.v
export SDC_FILE = /design/flow/constraint.sdc
export NUM_CORES = 4
export LEC_CHECK = 1
export CORE_AREA = 10 10 85 85
export DIE_AREA = 0 0 95 95
```
**constraint.sdc**
```tcl
current_design demux_lfsr

set clk_period 1.7
set clk_io_pct 0.2

create_clock -name clk0 -period $clk_period [get_ports {i_clk}]

set non_clock_inputs [all_inputs -no_clocks]
set_input_delay [expr $clk_period * $clk_io_pct] -clock clk0 $non_clock_inputs
set_output_delay [expr $clk_period * $clk_io_pct] -clock clk0 [all_outputs]
```
**design.v**
```verilog
module demux_lfsr(
  input i_clk,
  input i_switch_1,
  input i_switch_2,
  output o_led_1,
  output o_led_2,
  output o_led_3,
  output o_led_4
);
  reg r_lfsr_toggle = 1'b0;
  wire lfsr_enable;
  lfsr lfsr_inst(
    .i_clk(i_clk),
    .o_enable(lfsr_enable)
  );
  always @(posedge i_clk)
    begin
      if (lfsr_enable)
        begin
      	  r_lfsr_toggle <= ~r_lfsr_toggle;
        end
    end
  demux demux_inst(
    .i_clk(i_clk),
    .i_data(r_lfsr_toggle),
    .i_switch_1(i_switch_1),
    .i_switch_2(i_switch_2),
    .o_led_1(o_led_1),
    .o_led_2(o_led_2),
    .o_led_3(o_led_3),
    .o_led_4(o_led_4)
  );
endmodule
module demux(
  input i_clk,
  input i_data,
  input i_switch_1,
  input i_switch_2,
  output o_led_1,
  output o_led_2,
  output o_led_3,
  output o_led_4
);
  assign o_led_1 = !i_switch_1 & !i_switch_2 ? i_data : 1'b0;
  assign o_led_2 = i_switch_1 & !i_switch_2 ? i_data : 1'b0;
  assign o_led_3 = !i_switch_1 & i_switch_2 ? i_data : 1'b0;
  assign o_led_4 = i_switch_1 & i_switch_2 ? i_data : 1'b0;
endmodule
module lfsr(
  input i_clk,
  output o_enable
);
  reg [21:0] r_lfsr = 22'd0;
  wire w_XNOR;
  always @(posedge i_clk)
    begin
      r_lfsr[21:1] <= r_lfsr[20:0];
      r_lfsr[0] <= w_XNOR;
    end
  assign w_XNOR = (r_lfsr[21] ^~ r_lfsr[20]);
  assign o_enable = (r_lfsr == 22'd0);
endmodule
```
==> results.json <==
{
  "status": "finished clean",
  "wire_per_inst_microns": 6.621,
  "power.density_nw_per_um2": 1107,
  "dpl.hpwl_microns": 588.7,
  "critical_path_class": "register to primary output",
  "post-route-util_pct": 14.40,
  "topCellsByArea": "dfxtp_1 (75%), edfxtp_1 (5.1%), inv_1 (2.6%)",
  "syn2layout_area_growth_pct": 34.33,
  "num_vias": 303,
  "grt_first_pass_wirelength_microns": 1345,
  "grt_usage_pct": 1.874,
  "avgViaCountPerCell": 2.444,
  "start_kind": "register",
  "drcViolationCount": 0,
  "reg2reg_slack_ns": 0.44,
  "core_area_sq_um": 5473,
  "yosysWarnings": 2,
  "endpoint_kind": "primary output",
  "reg2reg_to": "r_lfsr_toggle",
  "ys_cells": 42,
  "yosysSeqAreaShare_pct": 80.17,
  "max-slew-margin-rel_pct": 82.82,
  "peakVddDrop_v": 0.0004613,
  "grt_pass1_vias": 290,
  "io_buffers": 6,
  "finalCriticalPeriod_ns": 1.623,
  "ioPinCount": 7,
  "finalClockPeriodUsage_pct": 95.49,
  "synth_area_per_cell_sq_um": 13.97,
  "synth_flops": 23,
  "yosysUniqueCellTypes": 13,
  "hold_violations": 0,
  "synth_top_area_share_pct": 75.05,
  "syn_inst": 42,
  "logic_area_sq_um": 111.4,
  "num-fill-cells": 610,
  "fp_util_pct": 10.72,
  "clkLatencyLatePin_ns": 0.26,
  "ant_nets": 0,
  "reg2reg_from": "lfsr_inst.r_lfsr[20]",
  "place.gp.congestion": 0.6301,
  "dpl.cell_count": 120,
  "yosysTopAreaCell": "dfxtp_1",
  "worstPathRequired_ns": 1.36,
  "wl_microns": 821,
  "post-cts-setup-buffers": 0,
  "cts_made_buffers": 3,
  "grt_overflow": 0,
  "rows": 27,
  "cap_violations": 0,
  "num_antenna_cells": 0,
  "cts_resized": 7,
  "cts_root_buf": "clkbuf_8",
  "dr.pass1.iters": 2,
  "totalPowerFinal_uw": 872.8,
  "r2r_cells": 5,
  "die_y_microns": 95,
  "grt_start_max_net_pins": 14,
  "max-clock-path-buffers": 2,
  "layout.cells.non_filler": 124,
  "layout-drive-gt1-share_pct": 17.31,
  "first_iter_violations": 7,
  "leakagePower_uw": 0.0002858,
  "clkTransAtPathRegs_ns": 0.08,
  "warning_count": 25,
  "setup-violations-final": 0,
  "arrival_ns": 1.28,
  "hp-class": "register to register",
  "cp_max_fo": 3,
  "worst_slew_pin_slew_ns": 0.2554,
  "die_area_sq_um": 9025,
  "cts_tree": "done",
  "setup_tns_ns": 0,
  "cp-endpoint": "o_led_4",
  "drv_slew": 0,
  "fmax_mhz": 616.0,
  "grt_setup_unrepaired": "false",
  "setup.worst_path.start": "r_lfsr_toggle",
  "htree_levels": 1,
  "syn_area_sq_um": 586.8,
  "die_w_microns": 95,
  "cts_hold_buf": 0,
  "final-seq-area_sq_um": 470.5,
  "clock_skew_ns": 0.005784,
  "clock-sinks": 23,
  "antenna_found_initial": 0,
  "yosysChipArea_sq_um": 586.8
}
[cells in the mapped netlist]
library cell,number
nor4_2,1
and3_1,1
edfxtp_1,1
nor4b_2,1
dfxtp_1,22
nand2_1,2
nand4_1,1
nor4_1,2
nor3_1,2
ha_1,1
nor2_1,3
inv_1,4
nor3b_1,1
[stage by stage]
step | instance area [sq um] | setup slack (ns) | hold slack (ns)
floorplan | 586.8 | 0.5717 | 0.3308
global placement | 737.0 | -0.1656 | 0.3383
detailed placement | 737.0 | -0.2039 | 0.3380
CTS | 788.3 | 0.04963 | 0.3447
global route | 788.3 | 0.001785 | 0.3541
finish | 788.3 | 0.07660 | 0.3456
[cells in the final DEF (no fill, tap or decap)]
cell / synthesis / routed
dfxtp_1: 22 / 22
dlygate4sd2_1: 0 / 4
inv_1: 4 / 3
nor2_1: 3 / 3
clkbuf_8: 0 / 3
nand2_1: 2 / 2
nor4_1: 2 / 2
clkdlybuf4s50_1: 0 / 2
inv_2: 0 / 1
nor3b_2: 0 / 1
and3_1: 1 / 1
nor4_2: 1 / 1
nor4b_2: 1 / 1
nand4_1: 1 / 1
nor3_1: 2 / 1
nor3_2: 0 / 1
ha_1: 1 / 1
clkinv_2: 0 / 1
edfxtp_1: 1 / 1
[area by class of cell]
type / count / share of cell area (%)
Timing Repair Buffer: 6 / 6.984
Clock buffer: 3 / 5.238
Inverter: 4 / 1.905
Tap cell: 72 / 11.43
Sequential cell: 23 / 59.68
Clock inverter: 1 / 0.6349
Multi-Input combinational cell: 15 / 14.13
[how the worst min path moves through the flow]
stage                 slack [ns]  depth (start not counted)                 from              endpoint
after CTS                   0.34                          0  lfsr_inst.r_lfsr[9]  lfsr_inst.r_lfsr[10]
after global routing        0.35                          0  lfsr_inst.r_lfsr[9]  lfsr_inst.r_lfsr[10]
final                       0.35                          0  lfsr_inst.r_lfsr[9]  lfsr_inst.r_lfsr[10]
[state kept, by name (all words and copies together) (netlist names)]
register / count
lfsr_inst.r_lfsr: 22
r_lfsr_toggle: 1
[per-layer routing]
layer  wire (microns)  track usage (%)  part of all wire (%)  up-vias
met4               19           0.4988                   2.3        0
li1                 -                -                     -      161
met3               57            1.282                   6.9        2
met2              323            2.231                    39        5
met1              421            2.630                    51      135
met5                0                0                     0        -
[power by group]
part           total [uW]  switching (uW)  internal (uW)
Sequential            542               0            542
Clock                 321             158            163
Combinational        9.88            3.69           6.19
Total                 873             162            711
[worst max-delay path: stages (launching register included)]
cell and delay (ns):
edfxtp_1 0.38, and3_1 0.16, clkdlybuf4s50_1 0.48
[cells by family (layout without fill, tap and decap cells)]
kind of cell             count (synthesis)  count (layout)  synth area share (%)
adder cells (fa/ha/maj)                  1               1                 2.132
buffers and inverters                    4              14                 2.558
flip-flops                              23              23                 80.17
AND/OR/NAND/NOR                         14              14                 15.14
